===== flow/design.v =====
`timescale 1ns / 1ps
module alarm_mode(
    input wire set_alarm, alarm_mode_detected, incr_min, incr_hour,
    output wire [3:0] min_out, minten_out, hour_out, hourten_out,
    output reg [3:0] min_set, minten_set, hour_set, hourten_set
    );
    reg [3:0] min = 0;
    reg [3:0] minten = 0;
    reg [3:0] hour = 1;
    reg [3:0] hourten = 0;
    assign min_out = min;
    assign minten_out = minten;
    assign hour_out = hour;
    assign hourten_out = hourten;
    always @(set_alarm) begin
        if ((set_alarm == 1) && alarm_mode_detected) begin   
            min_set = min;
            minten_set = minten;
            hour_set = hour;
            hourten_set = hourten;
        end
    end
    always @(posedge incr_min) begin
        if (alarm_mode_detected) begin
            if (min == 9) begin
                min = 0;
                if (minten == 5)
                    minten = 0;
                else
                    minten = minten + 1;
            end
            else
                min = min + 1;
        end
    end
    always @(posedge incr_hour) begin
        if (alarm_mode_detected) begin
            if (hour == 2 && hourten == 1) begin
                hour = 1;
                hourten = 0;
            end
            else if (hour == 9 && hourten == 0) begin
                hour = 0;
                hourten = 1;
            end
            else
                hour = hour + 1;
        end
    end
endmodule
`timescale 1ns / 1ps
module check_alarm(
    input wire time_mode_detected,
    input wire [3:0] min_set, minten_set, hour_set, hourten_set,
    input wire [3:0] min_time, minten_time, hour_time, hourten_time,
    output wire activate_alarm
    );
    reg activate_alarm_reg = 0;
    reg [1:0] count = 0;
    assign activate_alarm = activate_alarm_reg;
    always @(*) begin
        if ((time_mode_detected) &&
            (min_time == min_set) && (minten_time == minten_set) && 
            (hour_time == hour_set) && (hourten_time == hourten_set))
            activate_alarm_reg = 1;
        else
            activate_alarm_reg = 0;
    end
endmodule
`timescale 1ns / 1ps
module debounce(
    input wire clk_1khz,
    input wire btn_in,
    output wire btn_out
    );
    reg t0, t1, t2;
    assign btn_out = t2;
    always @(posedge clk_1khz) begin
        t0 <= btn_in;
        t1 <= t0;
        t2 <= t1;
    end
endmodule
`timescale 1ns / 1ps
module gen_freq(
    input wire clk,
    input wire [31:0] divider,
    output wire clk_1hz
    );
    reg [31:0] count = 0;
    reg clk_1hz_reg = 0;
    assign clk_1hz = clk_1hz_reg;
    always @(posedge clk) begin
        if (count == (divider - 1)) begin
            clk_1hz_reg = ~clk_1hz_reg;
            count <= 0;
        end
        else
            count <= count + 1;
    end
endmodule
`timescale 1ns / 1ps
module iterate_anode (
    input wire clk_1khz,
    output reg [3:0] anode_sel
    );
    reg [1:0] count = 0;
    always @(posedge clk_1khz) begin
        if (count == 2'b11)
            count <= 2'b00;
        else
            count <= count + 1;
    end
    always @(*) begin
        case (count)
            2'b00: anode_sel = 4'b0001;
            2'b01: anode_sel = 4'b0010;
            2'b10: anode_sel = 4'b0100;
            2'b11: anode_sel = 4'b1000;
        endcase
    end
endmodule
`timescale 1ns / 1ps
module iterate_time(
    input wire clk_1hz,
    output wire [3:0] min, minten, hour, hourten
    );
    reg [3:0] min_reg = 0;
    reg [3:0] minten_reg = 5;
    reg [3:0] hour_reg = 2;
    reg [3:0] hourten_reg = 1;
    assign min = min_reg;
    assign minten = minten_reg;
    assign hour = hour_reg;
    assign hourten = hourten_reg;
    always @(posedge clk_1hz) begin
        if (min_reg == 9) begin
            min_reg <= 0;
            if (minten_reg == 5) begin
                minten_reg <= 0;
                if (hour_reg == 2 && hourten_reg == 1) begin
                    hour_reg <= 1;   
                    hourten_reg <= 0;
                end
                else if (hour_reg == 9 && hourten_reg == 0) begin
                    hour_reg <= 0;   
                    hourten_reg <= 1;
                end
                else
                    hour_reg <= hour_reg + 1;
            end
            else
                minten_reg <= minten_reg + 1;
        end
        else
            min_reg <= min_reg + 1;
    end
endmodule
`timescale 1ns / 1ps
module segdisp(
    input wire [3:0] min, minten, hour, hourten, digit_sel,
    output reg [7:0] disp_num
    );
    localparam LED0 = 8'b00101000;    
    localparam LED1 = 8'b11101011;    
    localparam LED2 = 8'b00110010;    
    localparam LED3 = 8'b10100010;    
    localparam LED4 = 8'b11100001;    
    localparam LED5 = 8'b10100100;    
    localparam LED6 = 8'b00100100;    
    localparam LED7 = 8'b11101010;    
    localparam LED8 = 8'b00100000;    
    localparam LED9 = 8'b10100000;    
    always @(*) begin
        case(digit_sel)
            4'b0001: begin
                case(min)
                    4'b0000: disp_num = LED0;
                    4'b0001: disp_num = LED1;
                    4'b0010: disp_num = LED2;
                    4'b0011: disp_num = LED3;
                    4'b0100: disp_num = LED4;
                    4'b0101: disp_num = LED5;
                    4'b0110: disp_num = LED6;
                    4'b0111: disp_num = LED7;
                    4'b1000: disp_num = LED8;
                    4'b1001: disp_num = LED9;
                endcase
            end
            4'b0010: begin        
                case(minten)
                    4'b0000: disp_num = LED0;
                    4'b0001: disp_num = LED1;
                    4'b0010: disp_num = LED2;
                    4'b0011: disp_num = LED3;
                    4'b0100: disp_num = LED4;
                    4'b0101: disp_num = LED5;
                    endcase
                end
            4'b0100: begin
                case(hour)
                    4'b0000: disp_num = LED0;
                    4'b0001: disp_num = LED1;
                    4'b0010: disp_num = LED2;
                    4'b0011: disp_num = LED3;
                    4'b0100: disp_num = LED4;
                    4'b0101: disp_num = LED5;
                    4'b0110: disp_num = LED6;
                    4'b0111: disp_num = LED7;
                    4'b1000: disp_num = LED8;
                    4'b1001: disp_num = LED9;
                    endcase
                end
            4'b1000: begin
                case(hourten)
                    4'b0000: disp_num = LED0;
                    4'b0001: disp_num = LED1;
                    endcase
                end
        endcase
    end
endmodule
`timescale 1ns / 1ps
module top(
    input wire clk,
    input wire [1:0] btn,
    input wire ck_io40, ck_io41,
    output wire ck_io1, ck_io2, ck_io3, ck_io4, ck_io5, ck_io7, ck_io10, ck_io11,
    output wire ck_io6, ck_io8, ck_io9, ck_io12,
    output wire led0_g
    );
    wire clk_1hz, clk_1khz;
    wire [1:0] btn_out;
    wire [3:0] digit_sel;
    wire [3:0] min, minten, hour, hourten;
    wire [3:0] min_set, minten_set, hour_set, hourten_set;
    wire [3:0] min_time, minten_time, hour_time, hourten_time;
    wire [3:0] min_alarm, minten_alarm, hour_alarm, hourten_alarm;
    wire [7:0] disp_num;
    assign {ck_io12, ck_io9, ck_io8, ck_io6} = digit_sel;
    assign {ck_io1, ck_io2, ck_io3, ck_io4, ck_io5, ck_io7, ck_io10, ck_io11} = disp_num;
    assign min = ck_io41 ? min_alarm : min_time;
    assign minten = ck_io41 ? minten_alarm : minten_time;
    assign hour = ck_io41 ? hour_alarm : hour_time;
    assign hourten = ck_io41 ? hourten_alarm : hourten_time;
    debounce debounce_btn0 (   
        .clk_1khz(clk_1khz),
        .btn_in(btn[0]),
        .btn_out(btn_out[0])
    );
    debounce debounce_btn1 (   
        .clk_1khz(clk_1khz),
        .btn_in(btn[1]),
        .btn_out(btn_out[1])
    );
    gen_freq gen_1hz (
        .clk(clk),
        .divider(32'd50_000_000),
        .clk_1hz(clk_1hz)
    );
    gen_freq gen_1khz (
        .clk(clk),
        .divider(32'd50_000),
        .clk_1hz(clk_1khz)
    );
    iterate_anode iterate_anode_inst (
        .clk_1khz(clk_1khz),
        .anode_sel(digit_sel)
    );
    iterate_time iterate_time_inst (
        .clk_1hz(clk_1hz),
        .min(min_time),
        .minten(minten_time),
        .hour(hour_time),
        .hourten(hourten_time)
    );
    alarm_mode alarm_mode_inst (
        .alarm_mode_detected(ck_io41),
        .set_alarm(ck_io40),
        .incr_min(btn_out[1]),
        .incr_hour(btn_out[0]),
        .min_out(min_alarm),
        .minten_out(minten_alarm),
        .hour_out(hour_alarm),
        .hourten_out(hourten_alarm),
        .min_set(min_set),
        .minten_set(minten_set),
        .hour_set(hour_set),
        .hourten_set(hourten_set)
    );
    check_alarm check_alarm_inst (
        .time_mode_detected(~ck_io41),   
        .min_set(min_set),
        .minten_set(minten_set),
        .hour_set(hour_set),
        .hourten_set(hourten_set),
        .min_time(min_time),
        .minten_time(minten_time),
        .hour_time(hour_time),
        .hourten_time(hourten_time),
        .activate_alarm(led0_g)
    );
    segdisp segdisp_inst (
        .min(min),
        .minten(minten),
        .hour(hour),
        .hourten(hourten),
        .digit_sel(digit_sel),
        .disp_num(disp_num)
    );
endmodule

===== flow/run.sh =====
#!/bin/bash
# OpenROAD 26Q1-2900-gdf79404cd8, Yosys 0.63+post, stock flow scripts
make -C /OpenROAD-flow-scripts/flow DESIGN_CONFIG=/design/flow/config.mk WORK_HOME=/design/flow/orfs finish

===== flow/config.mk =====
export PLATFORM = sky130hd
export DESIGN_NAME = top
export DESIGN_NICKNAME = top
export VERILOG_FILES = /design/flow/design.v
export SDC_FILE = /design/flow/constraint.sdc
export NUM_CORES = 4
export LEC_CHECK = 1
export CORE_UTILIZATION = 30

===== flow/constraint.sdc =====
current_design top

set clk_period 4.9
set clk_io_pct 0.2

create_clock -name clk0 -period $clk_period [get_ports {clk}]

set non_clock_inputs [all_inputs -no_clocks]
set_input_delay [expr $clk_period * $clk_io_pct] -clock clk0 $non_clock_inputs
set_output_delay [expr $clk_period * $clk_io_pct] -clock clk0 [all_outputs]

==> run notes <==
The flow ran to the end, and the final reports show no timing, DRC or antenna violations. The via count normalized by instance count works out to 4.69. The global route stage reports its total congestion overflow as 0.

The run gives 0.00375 ns for the worst clock skew on the final layout. The longest clock path from root to sink contains 2 buffers. The fraction of layout cells with a size suffix above 1 was 7.49%. Once detail routing completed, the nets flagged for antenna violations numbered 0.

The logs give 7 for the count of warnings emitted by yosys and 2.47 ns for the endpoint arrival time on the critical path. STA lists the startpoint of the worst register-to-register path as gen_1hz.count[24]. With the clock insertion delay at the later pin of the skew report at 0.32 ns, the upper clock frequency limit is 290 MHz.

Ranking logic cells in the layout by count gives the top entries 76 x sky130_fd_sc_hd__dfxtp_1, 60 x sky130_fd_sc_hd__nand2_1, 54 x sky130_fd_sc_hd__nor2_1. The yosys-reported design area after synthesis is 5560 um2, and the final weighted congestion in routability-driven placement is 0.889. The detailed router used layers up to and including met4. The total iterations of the first detailed-routing run was 20. The highest supply drop recorded on VDD is 0.184 mV. The I/O pin count is 18, and the via count of the first global-routing pass is 3558. The run gives 0% for the post-synthesis async set-or-reset flop share. Summing internal, switching and leakage power gives 1.17 mW.

After synthesis, the netlist uses 64 different library cells. Overall die area: 19100 um2. The post-synthesis cell area came out at 5560 um2. The H-tree depth came out at 3.

The worst setup path is launched from an input pin. Per the CTS log, the root buffer master is sky130_fd_sc_hd__clkbuf_16. Per the hold report, the tightest min-delay path originates at gen_1hz.count[31].

By startpoint and endpoint, the worst setup path is classified as input pin to output port. Predominant post-synthesis flop cell: sky130_fd_sc_hd__dfxtp_1. After detailed placement, the total cell area comes to 5940 um2.

The total routed wire length on the met1 layer was 5.17 mm. The number of hold buffers added after CTS was 0. The worst slew margin relative to its limit is 48.7%, and the number of buffers added by the clock tree synthesis step is 9. The detailed-routed wire length on met3 was 182 um. Detailed routing inserted a total of 3896 vias. The tightest hold path in the finished design has a slack of 0.462 ns. According to the timing report, the data required time at the worst endpoint equals 3.92 ns. Endpoints with negative setup slack in the final report add up to 0. Counting tap cells, the placed design contains a total of 814 instances.

The number of flops mapped to enable cells by yosys was 24; the core utilization of the finished layout was 34.4%. Setup repair after global routing left no endpoint under its margin. The run gives 30.7% for the fraction of the core area occupied by cells at floorplan.

Mean post-synth cell area: 9.51 um2. On the worst setup and hold paths after CTS, the clock-pin slew comes to 0.05 ns. Pins over their slew limit in the final report were tallied at 0. The static power due to leakage is 2.36 nW.

STA on the placed design reports a worst setup slack of 1.44 ns. For reference, the final report shows the hold violation count at 0. Per the summary, power density relative to cell area is 188 nW/um2. The routed design shows a wire length per standard cell of 11.9 um.

Post-CTS repair changed the size of 0 cells. Port buffering added 16 buffers. The tools report the final critical-path setup slack as 1.45 ns. The tools report the kind of capture point of the worst setup path as an output port. The logs give 0 for the initial antenna violation count and 87 for the count of endpoints without a timing constraint. The logs give 198 for the violation count after the first detailed-routing iteration and 0 for the number of maximum-capacitance violations.

Final design instance area without fill: 6220 um2. The synthesized netlist handed to floorplanning was reported with a cell count of 584. The most critical setup path has its startpoint at ck_io41. In the final timing run, aggregate negative setup slack is 0 ns. Per the OpenROAD floorplan log, the area of the core is 18100 um2. The layout overhead on the synthesized area was 12.0%.

The class of the tightest hold or removal check is register to register. Total cells reported by yosys after synthesis: 584. Row generation in the floorplan step produced 49 rows.

The number of diodes was 0; the final critical-path required period was 3.45 ns. In the global route stage, overall resource usage came out at 10.8%. The pin count of the biggest net entering global routing is 39. The timer found 54 register pins that no clock reaches; their paths are not timed.

With the portion of the clock cycle consumed by the worst path in the final layout at 70.4%, the slew at the pin with the worst max-slew slack is 0.768 ns. After legalization and detailed placement, the total HPWL measured 7.25 mm. The x dimension of the die was 138 um. TritonCTS built the clock tree. The flop and latch count out of synthesis was 120; the DRC violation count after routing was 0. Most numerous logic cell after layout: sky130_fd_sc_hd__dfxtp_1.

The height of the chip is 138 um. The logs give 0 for the number of post-CTS setup repair buffers and 830 for the final standard cell count with taps included and fillers excluded. After detailed routing, the met2 layer carries 4.39 mm of wire. The tools report the wire length reported by the detailed router as 9.89 mm. With the first-pass GRT wire length at 17.0 mm, the number of warning messages in the logs is 37.

The largest driver fanout on the critical path was 38.
[path summary, 6_finish.rpt]
kind | to | slack, ns | depth (start not counted)
max | led0_g | 1.45 | 4
min | gen_1hz.count[31] | 0.46 | 1
max reg2reg | gen_1hz.clk_1hz_reg | 2.61 | 4
min reg2reg | gen_1hz.count[31] | 0.46 | 1
[report_power, final]
part / switching [mW] / internal [mW]
registers: 0 / 0.545
logic: 0.0164 / 0.0119
clock network: 0.213 / 0.382
[cell families (layout without fill, tap and decap cells)]
kind of cell | after synthesis | in the layout | synth area share, %
flip-flops | 100 | 100 | 40.4
XOR/XNOR | 79 | 79 | 12.5
other | 1 | 1 | 0.0675
adder cells (fa/ha/maj) | 22 | 22 | 4.91
AND/OR/NAND/NOR | 256 | 256 | 24.5
multiplexers | 18 | 18 | 3.40
latches | 20 | 20 | 5.41
AND-OR/OR-AND | 50 | 50 | 6.04
buffers and inverters | 38 | 55 | 2.84
[cells in the mapped netlist, types with 7 or more instances]
cell type                  count  area, um2
sky130_fd_sc_hd__a21oi_1       7       35.0
sky130_fd_sc_hd__and3_1        9       56.3
sky130_fd_sc_hd__and4_1        7       61.3
sky130_fd_sc_hd__clkbuf_1     12       45.0
sky130_fd_sc_hd__dfxtp_1      76       1520
sky130_fd_sc_hd__dlxtn_1       7        105
sky130_fd_sc_hd__dlxtp_1      13        195
sky130_fd_sc_hd__edfxtp_1     24        721
sky130_fd_sc_hd__ha_1         21        263
sky130_fd_sc_hd__inv_1        21       78.8
sky130_fd_sc_hd__mux2_2        7       78.8
sky130_fd_sc_hd__mux2i_1      11        110
sky130_fd_sc_hd__nand2_1      60        225
sky130_fd_sc_hd__nand2b_1      8       50.1
sky130_fd_sc_hd__nand3_1      32        160
sky130_fd_sc_hd__nand4_1      22        138
sky130_fd_sc_hd__nor2_1       54        203
sky130_fd_sc_hd__nor2_2        8       50.1
sky130_fd_sc_hd__nor3_1        7       35.0
sky130_fd_sc_hd__nor4_1        9       56.3
sky130_fd_sc_hd__o21ai_0      15       75.1
sky130_fd_sc_hd__or3_1         7       43.8
sky130_fd_sc_hd__xnor2_1      44        385
sky130_fd_sc_hd__xor2_1       35        307
[cell type report]
type,instances,area (um2)
fillers,1820,11900
multi-input cells,426,2860
flip-flops and latches,120,2540
well taps,229,287
clock buffers,14,274
repair buffers,18,175
inverters,21,78.8
clock inverters,2,10.0
[metal layers]
layer,vias to the layer above,GRT usage [%]
met1,1774,16.8
met5,-,0
met4,0,1.42
met3,11,0.706
met2,46,17.4
li1,2065,-
[critical path, stage by stage]
cell and delay (ns):
sky130_fd_sc_hd__clkdlybuf4s50_1 0.39, sky130_fd_sc_hd__buf_4 0.26, sky130_fd_sc_hd__nor4_1 0.32, sky130_fd_sc_hd__clkdlybuf4s50_1 0.51
Power is estimated from default activity; no workload was simulated.
